`/design/flow/design.v`:
```
module data_memory_with_stack (
    input wire clk,
    input wire mem_write,
    input wire mem_read,
    input wire dataMemEnable,        
    input wire [31:0] address,       
    input wire [31:0] data_in,       
    output reg [31:0] data_out       
);
    parameter DATA_MEM_SIZE = 256;
    parameter STACK_START = 200;      
    parameter STACK_SIZE = 56;        
    reg [31:0] memory [0:DATA_MEM_SIZE-1];
    reg [31:0] sp = STACK_START; 
	initial	begin
      memory[0] = 'h02;
      memory[4] = 'h01; 
      memory[8] = 'h00; 
	end
    always @(posedge clk) begin
        if (mem_write == 1 && mem_read == 0 && sp < STACK_START + STACK_SIZE && dataMemEnable == 0) begin
            memory[sp] <= data_in;
            sp = sp + 4;
        end
        else if (mem_write == 0 && mem_read == 1 && sp > STACK_START && dataMemEnable == 0) begin
            sp = sp - 4;
            data_out <= memory[sp];
        end
        else if (mem_write == 1 && mem_read == 0 && dataMemEnable == 1) begin
            memory[address[31:2]] <= data_in;     
        end
        else if (mem_write == 0 && mem_read == 1 && dataMemEnable == 1) begin
            data_out <= memory[address[31:2]];    
        end
    end
endmodule
```
`/design/flow/run.sh`:
```
#!/bin/bash
# OpenROAD 26Q1-2900-gdf79404cd8, Yosys 0.63+post, stock flow scripts
make -C /OpenROAD-flow-scripts/flow DESIGN_CONFIG=/design/flow/config.mk WORK_HOME=/design/flow/orfs finish
```
`/design/flow/config.mk`:
```
export PLATFORM = sky130hd
export DESIGN_NAME = data_memory_with_stack
export DESIGN_NICKNAME = data_memory_with_stack
export VERILOG_FILES = /design/flow/design.v
export SDC_FILE = /design/flow/constraint.sdc
export NUM_CORES = 4
export LEC_CHECK = 1
export CORE_UTILIZATION = 40
export SYNTH_MEMORY_MAX_BITS = 65536
```
`/design/flow/constraint.sdc`:
```
current_design data_memory_with_stack

set clk_period 1407.7
set clk_io_pct 0.2

create_clock -name clk0 -period $clk_period [get_ports {clk}]

set non_clock_inputs [all_inputs -no_clocks]
set_input_delay [expr $clk_period * $clk_io_pct] -clock clk0 $non_clock_inputs
set_output_delay [expr $clk_period * $clk_io_pct] -clock clk0 [all_outputs]
```
==> impl_metrics.py <==
# Physical implementation metrics
metrics = {
    "cts": {
        "post_cts_buffers": 0,
        "cts_buffers": 819,
        "htreeDepth": 6,
        "max-clock-path-buffers": 4,
        "ctsResizeCount": 0,
        "clock_latency_ps": 1240,
        "postCtsHoldBufs": 0,
        "cts_tree": "yes",
        "cts.sinks": 8254,
        "clk_pin_slew_ps": 60,
        "cts_root_buffer": "clkbuf_16",
    },
    "power_and_ir_drop": {
        "ir_drop_v": 0.00000132,
        "powerDensity_mw_per_mm2": 1.41,
        "power_leakage_nw": 119,
    },
    "run": {
        "cap_violations": 0,
        "tool_warnings": 63,
    },
    "setup_path": {
        "ff2ff_setup_slack_ps": 1398510,
        "crit_type": "in -> reg",
        "worstPathCellList": "clkdlybuf4s50_1, nor3b_2, buf_4, nor2_1, a31oi_4, and2_4, buf_4, buf_4, buf_4, buf_4, buf_4, buf_4, mux2i_1, o22ai_1, o21ai_0, o21ai_1, buf_4, a32oi_1, or4_1, nand4_1",
        "r2r-start": "sp[28]$_DFFE_PP_",
        "critPathCaptureType": "flip-flop",
        "crit_path_frequent_cell": "buf_4",
        "slowest_stage": "or4_1",
        "path_buffers": 9,
        "critical_path_required_ps": 1408500,
        "r2r_end": "data_out[21]$_DFFE_PP_",
        "worstPathArrival_ps": 290110,
        "r2r_cells": 19,
        "start_kind": "input port",
        "crit_path_max_incr_delay_ps": 770,
        "crit_family": "buffers and inverters",
        "worst-path-max-fanout": 37,
    },
    "routing": {
        "drt_iter0_drc": 18495,
        "wl_per_cell_microns": 39.6,
        "drcViolationCount": 0,
        "via_per_inst": 6.33,
        "drt_pass1_iterations": 7,
        "detail_route.wirelength_microns": 1350000,
        "ant_nets": 0,
        "vias": 216168,
    },
    "sta": {
        "relSlewSlack": 0.0243,
        "setup_viol": 0,
        "drv_slew": 0,
        "fin_crit_sh": 0.206,
        "finalHoldViolations": 0,
        "fmax_ghz": 0.00346,
        "tightestPinTransition_ps": 1430,
        "skew_ps": 93.3,
        "rsz0062_at_grt": "no",
        "tns_ps": 0,
        "finalCriticalPeriod_ps": 289310,
    },
    "global_routing": {
        "antenna_found_initial": 215,
        "overflow": 0,
        "grt_first_pass_wirelength_microns": 1820000,
        "grt_max_degree": 112,
        "grt_pass1_vias": 216141,
        "grt.total_usage": 0.354,
    },
    "synthesis": {
        "syn_area_sq_mm": 0.328,
        "ys_seq_frac": 0.757,
        "ys_seq_elements": 8254,
        "yosys_area_sq_mm": 0.328,
        "yosysUniqueCellTypes": 99,
        "async_reset_ff_frac": 0,
        "edf_count": 8254,
        "avgSynthCellArea_sq_um": 15.1,
        "yosys_cells": 21685,
        "synth_top_flop_cell": "edfxtp_1",
        "syn_inst": 21685,
        "ys.warnings.count": 1,
    },
    "worst_hold_path": {
        "hold_depth": 1,
        "min_to": "sp[26]$_DFFE_PP_",
        "worstHoldStart": "sp[26]$_DFFE_PP_",
        "worstHoldPathType": "reg -> reg",
    },
    "floorplan": {
        "die_height_microns": 907,
        "num_io_pins": 100,
        "coreArea_sq_mm": 0.817,
        "die_w_microns": 907,
        "row_count": 332,
        "die_area_sq_mm": 0.822,
        "initial_core_util": 0.401,
    },
    "place": {
        "dp_cells": 32321,
        "io_buffers": 75,
        "place_hpwl_microns": 807000,
        "gp_congestion": 1.00,
    },
    "finish": {
        "nFillCells": 68847,
        "drive_gt1_frac": 0.141,
        "syn2layout_area_growth_pct": 14.3,
        "final-instance-count-excl-fill": 34156,
    },
    "run_status": {
        "status": "finished, final reports clean",
    },
}
## synthesized netlist by cell type, types with 29 or more instances
master | n | area [sq um]
a21o_1 | 31 | 233
o41ai_1 | 29 | 254
a22oi_1 | 35 | 263
a32o_1 | 31 | 310
edfxtp_1 | 8254 | 248000
mux4_2 | 82 | 1850
nor2b_1 | 85 | 532
buf_4 | 66 | 495
nor3_1 | 303 | 1520
mux2i_1 | 1131 | 11300
nand4_1 | 76 | 475
a31oi_1 | 310 | 1940
o21ai_0 | 684 | 3420
a221o_1 | 33 | 330
a2111oi_0 | 43 | 377
or3_1 | 339 | 2120
o22ai_1 | 463 | 2900
nand3_1 | 578 | 2890
nand2_1 | 2074 | 7780
or2_2 | 183 | 1140
o211ai_1 | 357 | 2680
a32oi_1 | 65 | 569
mux2_2 | 84 | 946
o31ai_1 | 57 | 428
nor2_1 | 1420 | 5330
buf_1 | 243 | 912
a211oi_1 | 609 | 4570
a211o_1 | 30 | 263
clkbuf_1 | 803 | 3010
o311ai_0 | 246 | 2150
nor4_1 | 94 | 588
o2111ai_1 | 76 | 666
a221oi_1 | 123 | 1080
o32ai_1 | 38 | 333
o221ai_1 | 309 | 2710
buf_2 | 520 | 2600
a21oi_1 | 1192 | 5970
nand2b_1 | 30 | 188
and3_1 | 99 | 619
a311oi_1 | 77 | 674
inv_1 | 39 | 146
## cells in the final DEF, fill, tap and decap left out, drive strengths merged, types with 85 or more instances in the layout
cell,netlist,layout
clkbuf,803,1064
o22ai,463,463
nand3,579,579
a31oi,312,312
or3,339,339
nor2b,85,85
o221ai,309,309
o311ai,253,253
nor4,95,95
nor2,1424,1424
a211oi,610,610
or2,184,184
nand2,2076,2076
a21oi,1192,1192
buf,841,1386
a221oi,123,123
and3,99,99
clkinv,0,368
edfxtp,8254,8254
nor3,308,308
o211ai,357,357
diode,0,341
mux2i,1131,1131
o21ai,690,690
## sequential cells by signal, indices dropped and copies added, names as in the netlist
signal / cells
sp: 30
memory: 8192
data_out: 32
## area by class of cell
type | instances | area (sq um) | share of cell area
diodes | 341 | 853 | 0.00228
clock buffers | 1064 | 21600 | 0.0576
clock inverters | 430 | 3560 | 0.00951
inverters | 40 | 170 | 0.000454
multi-input cells | 11747 | 75500 | 0.202
flip-flops and latches | 8254 | 248000 | 0.662
well taps | 10855 | 13600 | 0.0363
repair buffers | 1425 | 11400 | 0.0305
## layer usage
metal  global-route usage  vias to the layer above  share of wire
met1                0.343                   104726           0.27
met5                0.143                        -          0.011
met3                0.349                     4259           0.22
met4                0.221                      354          0.081
li1                     -                    87284              -
met2                0.451                    19545           0.41
## worst max-delay path by stage
| stage | slack (ps) | endpoint | startpoint | cells after the start |
|---|---|---|---|---|
| 4_1_cts | 1118930 | data_out[30]$_DFFE_PP_ | dataMemEnable | 20 |
| 5_1_grt | 1118480 | data_out[30]$_DFFE_PP_ | dataMemEnable | 20 |
| 6_report | 1118390 | data_out[30]$_DFFE_PP_ | dataMemEnable | 20 |
## cell families (layout without fill, tap and decap cells)
kind of cell / count (synthesis) / count (layout) / share of synthesized area
adders and majority gates: 2 / 2 / 0.0000764
muxes: 1297 / 1297 / 0.0431
DFF: 8254 / 8254 / 0.757
xor gates and xnor gates: 31 / 31 / 0.000829
buffers and inverters: 1684 / 2959 / 0.0223
and+or+nand+nor: 5374 / 5374 / 0.0731
other: 0 / 341 / 0
AOI/OAI and AO/OA: 5043 / 5043 / 0.104
## where the power goes
part | switching (mW) | leakage (nW) | internal [mW]
Sequential | 0.000102 | 74.2 | 0.271
Combinational | 0.0366 | 32.8 | 0.0102
Clock | 0.0950 | 12.2 | 0.114
## through the flow
stage	utilization	power [mW]	setup WS (ps)	instance area, sq um	hold slack [ps]
final	0.459	0.526	1118390	374000	580
after global routing	0.458	0.536	1118480	374000	616
after CTS	0.457	0.524	1118930	374000	572
after detailed placement	0.427	0.320	1117670	348000	558
after global placement	0.427	0.319	1117710	348000	554
after floorplan	-	0.293	1121730	328000	537
Power figures rest on the tool's default switching activity, not on a simulated workload.
