==> design.v <==
module InstructionMemory(
    input [31:0] address,  
    output reg [31:0] instruction  
);
  	parameter WORD_SIZE = 32;
  	parameter MEMORY_SIZE = 1024;
  	reg [WORD_SIZE-1:0] memory [0:MEMORY_SIZE-1];
    initial begin 	
        for (int i = 0; i < 1024; i ++) begin
            memory[i] = 32'h00000000;
        end
        memory[0] = 32'b000011_0000_0000_0000000000000000_00;  
        memory[4] = 32'b000101_0001_0000_0000000000000000_00;  
        memory[8] = 32'b000101_0010_0000_0000000000000100_00;  
        memory[12] = 32'b000011_0011_0011_0000000000000000_00;  
        memory[16] = 32'b001010_0001_0000_0000000000001100_00;  
        memory[20] = 32'b001111_0001_0000000000000000000000;  
        memory[24] = 32'b001011_0011_0010_0000000000001000_00;  
        memory[28] = 32'b000010_0001_0001_0010_00000000000000;  
        memory[32] = 32'b010000_0001_1111111111111001111111;  
        memory[36] = 32'b001001_0010_0001_0000000000001100_00;  
        memory[40] = 32'b000111_0100_0000_0000000000001000_00;  
		memory[44] = 32'b001100_00000000000000000000101100;  
		memory[48] = 32'b000000_0011_0001_0010_00000000000000;  
    end		  
    always @(address) begin
    	if (address % (WORD_SIZE/8) == 0) begin
      		instruction <= memory[address];  
    	end else begin
			instruction <= 32'h00000000;
    	end	 
    end
endmodule
==> run.sh <==
#!/bin/bash
# OpenROAD 26Q1-2900-gdf79404cd8, Yosys 0.63+post, stock flow scripts
make -C /OpenROAD-flow-scripts/flow DESIGN_CONFIG=/design/flow/config.mk WORK_HOME=/design/flow/orfs finish
==> config.mk <==
export PLATFORM = sky130hd
export DESIGN_NAME = InstructionMemory
export DESIGN_NICKNAME = InstructionMemory
export VERILOG_FILES = /design/flow/design.v
export SDC_FILE = /design/flow/constraint.sdc
export NUM_CORES = 4
export LEC_CHECK = 1
export CORE_AREA = 10 10 70 70
export DIE_AREA = 0 0 80 80
export SYNTH_MEMORY_MAX_BITS = 65536
==> constraint.sdc <==
current_design InstructionMemory

set clk_period 2.3
set clk_io_pct 0.2

create_clock -name clk0 -period $clk_period

set non_clock_inputs [all_inputs -no_clocks]
set_input_delay [expr $clk_period * $clk_io_pct] -clock clk0 $non_clock_inputs
set_output_delay [expr $clk_period * $clk_io_pct] -clock clk0 [all_outputs]
==> run summary <==
This note records the results obtained with Yosys and OpenROAD.

Status
The flow ran to the end, and the final reports show no timing, DRC or antenna violations.

Pwr
The share of total power dissipated in sequential elements is 0. The leakage power in the latest report is 0.552 nW. Overall power consumption after layout is estimated at 0.0000937 W. The clock network power share is 0. The power report attributes to the combinational group a share of 1.000. The fraction of power spent switching nets is 0.457. The internal power summed over all cells is around 0.00005 W. The power dissipated by switching net loads is 0.0000428 W.

The power per cell area is ~90 nW/um^2. The highest ir drop seen on vdd is ~0.063 mV.

Critical path
The slowest stage of the critical path is the sky130_fd_sc_hd__clkdlybuf4s50_1 cell. The largest driver fanout on the critical path is 2. The sort of element at the start of the critical path is an input pin. The category of the most critical setup path is in -> out. In this run the critical path is formed by dlygate4sd2_1 -> nor2_2 -> buf_4 -> buf_4 -> buf_4 -> nand3b_1 -> a21oi_2 -> clkdlybuf4s50_1. The arrival time reported for the critical path endpoint is between 1500 and 2000 ps.

The type of element capturing the critical path is an output pin. By instance count, the cell type seen most on the critical path is sky130_fd_sc_hd__buf_4. Among all stages on the critical path, the maximum delay recorded is 490 ps. The required time of the critical path is around 1800 ps.

Final layout
There are 0 flip-flops and latches. After the flow finishes, the layout carries non-filler instances totaling 168. After layout, the clock buffer instance count stands at 0. The flow measured a signed area growth from synthesis to layout of 104%.

The storage element area is 0 sq um. The share of layout cells above drive strength 1 is 0.484. The fraction of the core area covered by cells at the end of the flow is 0.304.

The post-route standard cell area excluding fillers is about 1000 sq um.

Synth
The chip area line of the yosys report is between 500 and 600 sq um. Warnings reported by Yosys during synthesis add up to 1. Yosys stat counts between 70 and 80 cells in the synthesized netlist. The synthesized netlist contains 30 unique library cells. Counting every instance in the synthesized netlist gives between 70 and 80. Per Yosys stat, the portion of area used by sequential elements is 0. The mapped netlist covers between 500 and 600 sq um.

The mean post-synth cell area is between 7 and 8 sq um.

Floorplan
According to the floorplan report, the placeable core area is roughly 3400 sq um. The width of the die is 80 microns. Pin placement for this block handled about 64 I/O pins. Measured along the y axis, the die boundary spans about 80 microns. The row count is 21. The total die size is 6400 sq um. The initial utilization of the core area, before any placement, comes to 0.149.

Detailed routing
Summed over all nets, wire length on met3 after detailed routing comes to 102 microns. After detailed routing, the total wire length is 1.92 mm. After detailed routing, the number of remaining DRC violations is 0. The repair_antennas step left the layout with diodes totalling 0.

In the final routed layout, each cell accounts on average for 11.4 microns. For this block, the via count after detailed routing is approximately 630. Once detail routing completed, the nets flagged for antenna violations numbered 0. The average vias per placed instance is 3.73. The post-route report lists met1 wire length as 855 microns.

The met2 layer wire length in the routed design is about 940 microns. The first detailed-routing pass ran for 4 iterations. Routed signal wires occupy layers up through met4. The number of DRC markers after the initial detailed-route iteration is 10.

Global routing
The first global-routing pass estimated ~3.3 mm of wire. The residual overflow from global routing is 0. The initial antenna violation count is 0.

The via count of the first global-routing pass is roughly 600. The pin count of the biggest net entering global routing is 10. The total routing usage reported by global routing is 0.0605.

Placement
The final weighted congestion of routability-driven global placement is just under 0.8. The detailed placement HPWL is approximately 1.5 mm. The number of input and output port buffers inserted is 38. The cell area after placement is between 900 and 1000 sq um. The placed instance count is between 150 and 200.

Final timing
In the finished design, the share of the clock period the worst path needs comes to 0.996. Based on the critical path, the design can be clocked at up to 437 MHz. Setup repair after global routing could not meet its margin everywhere. The minimum period implied by the final worst setup slack is 2290 ps.

The number of pins with negative max-slew slack in the final report is 0. The final hold violation count is 0. On the final layout, the worst hold slack is between 1000 and 1500 ps. The final setup violation count is 0.

Min path
The worst hold path passes through 4 cells. Checking hold timing, the worst path is listed with class in -> out.

Job
The count of max-cap constraint violations is 0. The total tool warning count is 56.
worst max-delay path, delay by kind of cell:
kind	cells	cell delay, ps
AND-OR/OR-AND	1	140
AND/OR/NAND/NOR	2	210
buffers and inverters	5	1020
stage by stage:
stage	TNS, ps	setup slack (ps)
floorplan	0	106
global placement	-10840	-475
detailed placement	-11410	-497
CTS	-20.1	-20.1
global route	-59.6	-59.6
finish	0	10.3
cell families after synthesis:
group	Yosys count	share of synthesized area
xor+xnor	3	0.0517
fa+ha+maj	1	0.0222
buf+inv	23	0.337
compound gates	12	0.195
simple gates	31	0.365
mux	1	0.0222
other cells	1	0.00738
cells in the final DEF (no fill, tap or decap), drive strengths merged:
master,count
nand3b,2
and4bb,1
or3,1
nor2b,1
a21oi,7
clkdlybuf4s50,1
nor2,10
buf,38
nor3,1
nor4,2
a22oi,1
nand2b,5
conb,4
xnor2,2
clkdlybuf4s15,5
mux2,1
o21a,1
maj3,1
clkbuf,2
dlymetal6s2s,2
o221a,1
nand2,4
o32a,1
xor2,1
nand3,1
or2,3
a2111oi,1
dlygate4sd2,22
what timing repair did:
| item | 4_1_cts | 5_1_grt |
|---|---|---|
| pin swaps | 7 | 2 |
| hold buffers | 0 | 0 |
| setup endpoints to repair | 28 | 13 |
| buffers inserted | 15 | 0 |
| gates cloned | 1 | 0 |
| gates resized | 73 | 7 |
path summary, 6_finish.rpt:
kind | from | end | slack [ps]
setup / recovery | address[0] | instruction[5] | 10
hold / removal | address[5] | instruction[24] | 1460
cells in the mapped netlist (all sizes together):
library cell,n,share of area
nand2b,5,0.062
or3,1,0.012
nor2b,1,0.012
conb,1,0.0074
nand3,1,0.0098
nand2,4,0.034
mux2,1,0.022
o32a,1,0.020
nor2,10,0.079
o221a,1,0.022
and4bb,1,0.025
nor4,2,0.054
a22oi,1,0.015
a21oi,7,0.069
o21a,1,0.015
buf,23,0.34
xor2,1,0.017
nand3b,2,0.030
or2,3,0.037
xnor2,2,0.034
maj3,1,0.022
a2111oi,1,0.054
nor3,1,0.0098
area by class of cell:
| cell class | count | area [sq um] |
|---|---|---|
| multi-input cells | 52 | 397 |
| fillers | 382 | 2380 |
| well taps | 46 | 57.6 |
| repair buffers | 70 | 584 |
power groups by stage:
| stage | clock [W] | combinational [W] | sequential, W |
|---|---|---|---|
| 6_report | 0 | 0.0000937 | 0 |
| 5_1_grt | 0 | 0.000104 | 0 |
| 4_1_cts | 0 | 0.0000941 | 0 |
metal layers:
metal	global-route usage	up-vias
met1	0.0791	279
li1	-	325
met5	0	-
met2	0.104	21
met3	0.0102	2
met4	0.00528	0
Power figures rest on the tool's default switching activity, not on a simulated workload.
