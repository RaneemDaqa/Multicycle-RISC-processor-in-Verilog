--- run.sh ---
#!/bin/bash
# OpenROAD 26Q1-2900-gdf79404cd8, Yosys 0.63+post, stock flow scripts
make -C /OpenROAD-flow-scripts/flow DESIGN_CONFIG=/design/flow/config.mk WORK_HOME=/design/flow/orfs finish
--- config.mk ---
export PLATFORM = sky130hd
export DESIGN_NAME = RegFile
export DESIGN_NICKNAME = RegFile
export VERILOG_FILES = /design/flow/design.v
export SDC_FILE = /design/flow/constraint.sdc
export NUM_CORES = 4
export LEC_CHECK = 1
export CORE_UTILIZATION = 50
--- constraint.sdc ---
current_design RegFile

set clk_period 12.5
set clk_io_pct 0.2

create_clock -name clk0 -period $clk_period [get_ports {clk}]

set non_clock_inputs [all_inputs -no_clocks]
set_input_delay [expr $clk_period * $clk_io_pct] -clock clk0 $non_clock_inputs
set_output_delay [expr $clk_period * $clk_io_pct] -clock clk0 [all_outputs]
--- design.v ---
module RegFile(RA, RB, RW, Bus_A, Bus_B, Bus_W, Bus_W1, clk, RegRw, Rs1Rw);
    input clk, RegRw, Rs1Rw;
    input [3:0] RA, RB, RW;
    input [31:0] Bus_W, Bus_W1;
    output reg [31:0] Bus_A, Bus_B;
    integer i = 0;
    reg [31:0] register_file [15:0];  
    initial begin
        for (i = 0; i < 16; i = i + 1)
            register_file[i] = 0;
    end
    always @(posedge clk) begin	
        if (RegRw == 1 && Rs1Rw == 0) begin
            register_file[RW] <= Bus_W;
        end else if (RegRw == 1 && Rs1Rw == 1) begin
            register_file[RW] <= Bus_W;
            register_file[RA] <= Bus_W1;
        end else begin
        	Bus_A <= register_file[RA];
        	Bus_B <= register_file[RB];
		end	
    end
endmodule
==> impl_metrics.toml <==
# implementation run metrics
[outcome]
outcome = "finished clean"

[sta]
tightestPinTransition_ns = 0.851
hold_violations = 0
slew_viol_final = 0
fmax_mhz = 179
rsz0062_at_grt = "false"
setup_violations = 0
fin_crit_sh_pct = 44.6
slew_headroom_pct = 43.3
tns_ns = 0
min_period_ns = 5.57
fin_ws_ns = 6.93
whs_ns = 0.760
fin_skew_ns = 0.0172

[synth]
synthSimpleGateAreaFrac_pct = 1.84
synthXorXnorAreaFrac_pct = 0
synthMuxAreaShare_pct = 36.5
yosys.cell_types.count = 29
ys_seq_share_pct = 54.8
async_flop_share_pct = 0
topCellsByArea = "edfxtp_1 55%, mux4_2 18%, mux2_2 17%"
logic_family = "multiplexers"
numSynthFlops = 576
syn_avg_cell_area_um2 = 17.6
yosysTopAreaCellShare_pct = 54.8
yosys_most_used_dff = "edfxtp_1"
synth_area_leader_cell = "edfxtp_1"
synth_warnings = 1
aoi_share_pct = 3.36
yosys_area_um2 = 31600
postSynthCellCount = 1796
edf_count = 576
mappedNetlistArea_um2 = 31600
ys_cells = 1796
fa_ha_area_share_pct = 0

[drt]
final_antenna_net_count = 0
vias_per_cell = 6.59
wl_met1_mm = 32.6
wl_per_cell_um = 33.1
top_layer_used = "met5"
wl_mm = 90.6
via_count = 18000
first_pass_iters = 5
drc = 0
drt_iter0_drc = 879
dr_wl_met3_mm = 10.4
wl_met2_mm = 44.5

[worst_setup_path]
end_kind = "register"
critPathSlowestCell = "clkdlybuf4s50_1"
reg2reg_depth = 3
reg2reg_to = "Bus_A[9]"
worst-path-buf-inv = 3
crit_type = "in -> reg"
crit_family = "buffers and inverters"
r2r_setup_slack_ns = 10.81
critPathMostFrequentCell = "buf_4"
worstPathArrival_ns = 5.81
cp_max_fo = 33
startpoint_type = "input pin"
cp.required_ns = 12.74
r2r-start = "register_file[11][9]"
path_cells = "clkdlybuf4s50_1 > and2_2 > buf_4 > nand2_4 > o21ai_4 > buf_4"
max_stage_delay_ns = 0.89

[cells_and_area]
area_delta_synth_final_pct = 13.0
fin_cells = 2739
fill_cells = 4620
seq_area_um2 = 17300
layout-drive-gt1-share_pct = 48.3
logic_area_um2 = 13500

[cts]
cts_resized = 0
cts_tree = "yes"
path_clk_slew_ns = 0.06
cts_root_buffer = "clkbuf_16"
cts_setup_buffers = 0
cts_buffer_depth = 3
cts_sinks = 576
clock_latency_ns = 0.60
ctsHoldBuffers = 0
htreeDepth = 3
numCtsBuffers = 67

[placement]
port_buffers = 142
place_inst = 2625
place_ws_ns = 6.34
place.gp.congestion = 0.859
post-dp-hpwl_mm = 51.0

[global_routing]
grt_pass1_wl_mm = 133
grt.total_usage_pct = 32.4
grt_start_max_net_pins = 59
first_global_vias = 19800
gr-total-overflow = 0
antenna_found_initial = 1

[floorplan]
pin_count = 143
fp.coreArea_um2 = 62100
rows = 91
dieArea_um2 = 64100
fp.dieH_um = 253
die_w_um = 253
fp_util_pct = 50.9

[flow_run]
drv_cap = 0
warnings = 25

[pwr]
max-vdd-ir-drop_mv = 0.0958
p_leak_nw = 11.4
power.density_nw_per_um2 = 129
total_power_mw = 4.61

[hold_path]
hold_depth = 3
hold_start = "register_file[14][3]"
min_path_type = "reg -> reg"
min_delay_worst_endpoint = "Bus_B[3]"
[through the flow]
stage / util [%] / cell area [um^2]
after global routing: 57.5 / 35700
after global placement: 54.2 / 33700
final: 57.5 / 35700
after detailed placement: 54.2 / 33700
after CTS: 57.5 / 35700
after floorplan: - / 31600
[how the worst max path moves through the flow]
stage / to / slack [ns] / start / cells past startpoint
after CTS: register_file[12][31] / 6.96 / RA[2] / 6
after global routing: register_file[12][28] / 6.83 / RA[3] / 6
final: register_file[12][28] / 6.93 / RA[2] / 6
[metal layers]
layer  up-vias  track usage [%]
met1      9341             45.3
met3       176             16.1
met2       931             48.8
met4         2             8.74
li1       7593                -
met5         -            0.772
[state kept, by name, summed over array words and instances (netlist names)]
register,cells
Bus_B,32
Bus_A,32
register_file,512
[worst reg2reg max path, delay by kind of cell (launching register included)]
family	cells	cell delay, ns
AOI/OAI and AO/OA	1	0.38
DFF	1	0.39
muxes	1	0.49
and+or+nand+nor	1	0.15
[area by class of cell]
cell class	instances	share of cell area [%]
Sequential cell	576	48.5
Multi-Input combinational cell	1015	37.7
Clock buffer	88	5.16
Timing Repair Buffer	196	5.15
Tap cell	837	2.93
Clock inverter	25	0.519
Inverter	1	0.0140
Antenna cell	1	0.00701
[where the power goes]
group | switching, mW | internal [mW] | leakage (nW) | total (mW)
logic | 0.258 | 0.253 | 5.14 | 0.511
clock network | 0.767 | 1.09 | 0.980 | 1.86
registers | 0.0281 | 2.21 | 5.28 | 2.24
[cell families after synthesis]
kind of cell / count (synthesis)
multiplexers: 768
buffers and inverters: 205
AND/OR/NAND/NOR: 103
AND-OR/OR-AND: 144
flip-flops: 576
[cells in the mapped netlist (9+ instances only)]
| master | number |
|---|---|
| buf_6 | 17 |
| mux2_2 | 480 |
| edfxtp_1 | 576 |
| mux2_1 | 32 |
| mux4_2 | 256 |
| clkbuf_1 | 103 |
| a22oi_1 | 128 |
| o22ai_1 | 9 |
| nor2_2 | 9 |
| buf_4 | 39 |
| nand2_1 | 66 |
| buf_2 | 42 |
[cells in the final DEF (no fill, tap or decap), types with 2 or more instances in the layout]
master | synthesis | routed
a22oi_1 | 128 | 128
and2_2 | 0 | 2
buf_4 | 39 | 54
buf_6 | 17 | 2
buf_8 | 0 | 2
bufinv_16 | 0 | 3
clkbuf_1 | 103 | 17
clkbuf_16 | 0 | 71
clkdlybuf4s50_1 | 0 | 138
clkinv_1 | 0 | 17
clkinv_2 | 0 | 4
edfxtp_1 | 576 | 576
mux2_1 | 32 | 32
mux2_2 | 480 | 480
mux4_2 | 256 | 256
nand2_1 | 66 | 66
nand2_4 | 4 | 4
nand2b_1 | 4 | 4
nand3b_1 | 2 | 2
nand4b_4 | 2 | 2
nor2_4 | 0 | 11
nor2b_4 | 0 | 4
nor3_4 | 3 | 3
o21ai_4 | 0 | 4
o21bai_4 | 0 | 3
o22ai_4 | 0 | 9
Power is estimated from default activity; no workload was simulated.
